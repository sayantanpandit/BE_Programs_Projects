--- run.sh ---
#!/bin/bash
# OpenROAD 26Q1-2900-gdf79404cd8, Yosys 0.63+post, stock flow scripts
make -C /OpenROAD-flow-scripts/flow DESIGN_CONFIG=/design/flow/config.mk WORK_HOME=/design/flow/orfs finish
--- config.mk ---
export PLATFORM = sky130hd
export DESIGN_NAME = alutest
export DESIGN_NICKNAME = alutest
export VERILOG_FILES = /design/flow/design.v
export SDC_FILE = /design/flow/constraint.sdc
export NUM_CORES = 4
export LEC_CHECK = 1
export CORE_AREA = 10 10 70 70
export DIE_AREA = 0 0 80 80
--- constraint.sdc ---
current_design alutest

set clk_period 1.2
set clk_io_pct 0.2

create_clock -name clk0 -period $clk_period

set non_clock_inputs [all_inputs -no_clocks]
set_input_delay [expr $clk_period * $clk_io_pct] -clock clk0 $non_clock_inputs
set_output_delay [expr $clk_period * $clk_io_pct] -clock clk0 [all_outputs]
--- design.v ---
module alutest(a,b,c,s);
input [1:0]a;
input [3:0]b;
input [3:0]c;
output [3:0]s;
reg [3:0]s;
always @(*)
   case(a)
       2'b00:begin
               s=b^c;
                end
       2'b01:begin
               s=b|c;
               end
       2'b10:begin
                s=b&c;
             end
       2'b11:begin
               s=~b;
             end
    endcase  
endmodule  
==> tab_implementation.tex <==
% Yosys + OpenROAD metrics
\begin{tabular}{lr}
\hline
Metric & Value \\
\hline
\multicolumn{2}{l}{\textbf{Placement}} \\
\quad Gpl congestion & 0.592 \\
\quad Cell area after placement & 463 um2 \\
\quad DPL Wire Length & 616 um \\
\quad Port-buffer cells & 14 \\
\multicolumn{2}{l}{\textbf{Detailed routing}} \\
\quad Final antenna diode count & 0 \\
\quad Count of nets left with antenna violations after detail routing & 0 \\
\quad Routed via count & 235 \\
\quad Drt via density & 2.73 \\
\quad Detailed Route WL & 788 um \\
\quad Average wire per cell in the routed design & 9.16 um \\
\quad Drt drc & 0 \\
\quad Starting DRC count in detailed routing & 0 \\
\quad Count of TritonRoute iterations in the first routing pass & 1 \\
\multicolumn{2}{l}{\textbf{Logic synthesis}} \\
\quad Area of the mapped netlist & 250 um2 \\
\quad Most area-hungry cell type in the Yosys netlist & mux4\_1 \\
\quad Synthesis area per yosys & 250 um2 \\
\quad Area share of the largest cell type after synthesis & 42.0\% \\
\quad Number of cell instances after yosys synthesis & 24 \\
\quad Cell count after synthesis & 24 \\
\quad Number of unique standard cell types used by synthesis & 3 \\
\quad Part of the Yosys area used for sequential elements & 0\% \\
\quad Leading post-synthesis cells by cell area & mux4\_1, ha\_1, inv\_1 \\
\quad Synth warn & 1 \\
\quad Average size of a mapped cell & 10.4 um2 \\
\multicolumn{2}{l}{\textbf{Cells and area}} \\
\quad Final core occ & 15.7\% \\
\quad Final Instance Area & 537 um2 \\
\quad Area growth from synthesis to layout & 115\% \\
\quad Share of layout cells above drive strength 1 & 80.0\% \\
\quad Fill count & 381 \\
\quad CLK BUF & 0 \\
\quad Sequential cell count & 0 \\
\quad Total area of sequential cells & 0 um2 \\
\multicolumn{2}{l}{\textbf{Floorplanning}} \\
\quad Vertical die dimension & 80 um \\
\quad Floorplan core density & 7.33\% \\
\quad Row count & 21 \\
\quad Die X-Extent & 80 um \\
\quad Die area & 6400 um2 \\
\quad Placeable core region & 3420 um2 \\
\quad Top-Level Pins & 14 \\
\multicolumn{2}{l}{\textbf{Final timing}} \\
\quad Worst slew margin relative to its limit & 90.1\% \\
\quad Peak clock frequency supported by timing & 0.709 GHz \\
\quad Post-route minimum period & 1.41 ns \\
\quad Setup repair after global routing missed its margin & true \\
\quad Setup violators final & 4 \\
\quad Transition at the pin with the smallest max-transition slack & 0.148 ns \\
\quad Number of hold-slack violations in the final timing report & 0 \\
\quad Final Max-Slew Violation Tally & 0 \\
\quad Setup slack of the critical path after layout & -0.210 ns \\
\quad Period Utilization, post-route & 117\% \\
\multicolumn{2}{l}{\textbf{GRT}} \\
\quad Global-route wire length before repair & 1.26 mm \\
\quad Number of antenna violations at the first check in global routing & 0 \\
\quad Via count of the first global-routing pass & 232 \\
\quad Total global routing overflow & 0 \\
\quad Maximum number of pins on one net before global-route repair & 5 \\
\quad Tot GR Track Use & 2.35\% \\
\multicolumn{2}{l}{\textbf{Min path}} \\
\quad Tightest Hold Check Type & in2out \\
\quad Hold Startpoint & b[0] \\
\quad Cell count of the worst hold path & 4 \\
\quad Worst hold endpoint & s[0] \\
\multicolumn{2}{l}{\textbf{Flow run}} \\
\quad Tool warnings & 39 \\
\quad Max-cap viol count & 0 \\
\multicolumn{2}{l}{\textbf{Power}} \\
\quad Leakage component of the power & 0.226 nW \\
\quad VDD IR max & 0.0000443 V \\
\quad Power per cell area & 283 nW/um2 \\
\multicolumn{2}{l}{\textbf{Run status}} \\
\quad Result of the run & complete, but fails checks \\
\quad Violations in the final reports & setup timing \\
\multicolumn{2}{l}{\textbf{Critical path}} \\
\quad Category of the most critical setup path & in2out \\
\quad Nature of the critical path startpoint & input pin \\
\quad Worst Path Max Fanout & 2 \\
\quad Required time of the critical path & 0.96 ns \\
\quad Arr. time, crit path & 1.17 ns \\
\quad Kind of capture point of the worst setup path & output pin \\
\multicolumn{2}{l}{\textbf{Clock network}} \\
\quad CTS Hold Bufs & 0 \\
\hline
\end{tabular}
## how the worst max path moves through the flow
stage,start,end,slack [ns],cells past startpoint
after CTS,b[1],s[1],-0.21,5
after global routing,b[1],s[1],-0.23,5
final,b[1],s[1],-0.21,5
## power by group
group          leakage, nW  switching (mW)  internal (mW)
Sequential               0               0              0
Combinational        0.226          0.0557         0.0960
Clock                    0               0              0
Total                0.226          0.0557         0.0960
## synth_stat cells (all sizes together)
library cell and n:
ha 8, inv 12, mux4 4
## cell usage in the layout, fill, tap and decap left out, drive strengths merged
cell,count
buf,15
dlygate4sd2,1
ha,8
inv,12
mux4,4
## timing repair
action	CTS	global route
pin swaps	5	2
buffers inserted	0	0
resized	86	6
endpoints found under the hold margin	0	0
endpoints found under the setup margin	4	4
## cell type report
type | count | area [um2] | share of cell area, %
well taps | 46 | 57.6 | 10.7
inverters | 12 | 65.1 | 12.1
repair buffers | 16 | 161 | 30.1
multi-input cells | 12 | 253 | 47.1
## worst max-delay path: stages
cell and delay, ns:
buf_8 0.10, buf_6 0.11, ha_4 0.14, mux4_2 0.45, buf_2 0.14
## per-layer routing
layer	up-vias	wire [um]	share of wire, %	GRT usage [%]
met4	0	0	0	0
met5	-	0	0	0
li1	109	-	-	-
met1	123	323	41	3.01
met2	3	460	58	4.49
met3	0	4	0.51	0
## per-stage QoR
| stage | setup TNS, ns | total power [mW] | std cells | hold WS (ns) | worst slack, ns |
|---|---|---|---|---|---|
| 2_1_floorplan | -0.00359 | 0.0386 | 24 | 0.566 | -0.00359 |
| 3_3_place_gp | -4.01 | 0.122 | 86 | 1.66 | -1.01 |
| 3_5_place_dp | -4.10 | 0.126 | 86 | 1.68 | -1.03 |
| 4_1_cts | -0.778 | 0.145 | 86 | 0.931 | -0.208 |
| 5_1_grt | -0.874 | 0.169 | 86 | 0.941 | -0.230 |
| 6_report | -0.758 | 0.152 | 86 | 0.931 | -0.210 |
## cell families (layout without fill, tap and decap cells)
logic type / after synthesis / after routing / share of synthesized area [%]
fa+ha+maj: 8 / 8 / 40.0
buf+inv: 12 / 28 / 18.0
mux: 4 / 4 / 42.0
Power figures rest on the tool's default switching activity, not on a simulated workload.
