File: flow/run.sh
#!/bin/bash
# OpenROAD 26Q1-2900-gdf79404cd8, Yosys 0.63+post, stock flow scripts
make -C /OpenROAD-flow-scripts/flow DESIGN_CONFIG=/design/flow/config.mk WORK_HOME=/design/flow/orfs finish
File: flow/config.mk
export PLATFORM = sky130hd
export DESIGN_NAME = counter
export DESIGN_NICKNAME = counter
export VERILOG_FILES = /design/flow/design.v
export SDC_FILE = /design/flow/constraint.sdc
export NUM_CORES = 4
export LEC_CHECK = 1
export CORE_AREA = 10 10 70 70
export DIE_AREA = 0 0 80 80
File: flow/constraint.sdc
current_design counter

set clk_period 1.1
set clk_io_pct 0.2

create_clock -name clk0 -period $clk_period [get_ports {C}]

set non_clock_inputs [all_inputs -no_clocks]
set_input_delay [expr $clk_period * $clk_io_pct] -clock clk0 $non_clock_inputs
set_output_delay [expr $clk_period * $clk_io_pct] -clock clk0 [all_outputs]
File: flow/design.v
module counter (C, CLR, Q); 
input C, CLR; 
output [3:0] Q; 
reg [3:0] tmp; 
  always @(posedge C or posedge CLR) 
    begin 
      if (CLR) 
        tmp = 4'b0000; 
      else 
        tmp = tmp + 1'b1; 
      end 
  assign Q = tmp; 
endmodule 
==> notes.md <==
run metrics: via count of the routed design between 100 and 150, Setup CP Type reg2out, drt via density 1.70, overflow left after global routing 0, area figure in the yosys stat output 143 sq um, distinct cell type count after synthesis 6, CP max FO 2, share of cells above drive strength 1 37.5%, Inserted Diodes 0, Chip Footprint 6400 sq um, average detailed-routed wire length per instance 5.73 microns, worst relative slew slack between 90% and 100%, path category of the worst min-delay check in2async, final critical-path required period approximately 1.1 ns, die width 80 microns, Crit path required time 0.88 ns, weighted congestion reported at the end of routability-driven placement 0.623, Yosys warnings 1, IR Drop Worst-Case VDD roughly 0.15 mV, top-area cell type share of the netlist area 70.2%, most common library cells after synthesis sky130_fd_sc_hd__dfrtp_1, sky130_fd_sc_hd__inv_1, sum of net half-perimeters after detailed placement 316 microns, ordered list of cells on the worst path dlygate4sd2_1, Main area contributors sky130_fd_sc_hd__dfrtp_1, sky130_fd_sc_hd__ha_1, sky130_fd_sc_hd__xnor2_1, sky130_fd_sc_hd__xor2_1, sky130_fd_sc_hd__inv_1, Detailed Route WL 401 microns, Max Clock Skew 0.00361 ns, critical path's top delay family flip-flops, tally of OpenROAD warnings 25, Max Cap Viol 0, delay of the slowest cell on the worst path 0.36 ns, # setup viols final 0, Clock Tree Buf Depth 2, number of design rule violations left after detail routing 0, cells in synth_stat.txt 10, number of nets with antenna violations after routing 0, Core Footprint 3420 sq um, FFs w/ async S/R, synth 100%, vias in the first global route 150, pin count of the biggest net entering global routing 5, area growth from synthesis to layout 121%, period utilisation layout between 90% and 100%, run status finished clean, Tot GR Track Use approximately 1.6%, CTS tree done, Latency at later pin 0.23 ns, root buf cell sky130_fd_sc_hd__clkbuf_4, actual transition at the worst max-transition pin 0.145 ns, initial antenna violation count 0, Placement Rows 21, violation count after the first detailed-route iteration 4, flip-flop cell with the highest count after synthesis sky130_fd_sc_hd__dfrtp_1, flip-flop count of the largest register after layout 4, count of input and output buffers 5, Synth area leader sky130_fd_sc_hd__dfrtp_1, CTS clk-pin slew, worst paths 0.04 ns, CP Launch Type flop, data arrival at the endpoint of the critical path between 0.8 and 0.9 ns, final slew viol count 0, hold violation count in the final report 0, number of buffers inserted for hold repair after clock tree synthesis 0, Leak 0.162 nW, cts bufs inserted 3, Mapped Area about 140 sq um, Max stage delay cell, worst path sky130_fd_sc_hd__dfrtp_1, share of synthesized area occupied by flip-flops and latches between 70% and 80%, power consumption 331 uW, # H-tree levels 1, cells after synthesis 10, total power density per cell area between 1000 and 1500 nW/um^2, Final Instance Count excl. Fillers 70, mean post-synth cell area ~14 sq um, number of enable flip-flop cells 0, wire length of the first global-routing pass 690 microns, #FFs+latches synth 4, height of the die roughly 80 microns, CTS sink cnt 4, highest clock rate 0.948 GHz, number of instances in the placed design between 60 and 70, Init Core Util 4.18%, number of buffers and inverters on the critical path 1, library cell with the highest instance count after synthesis sky130_fd_sc_hd__dfrtp_1, First-pass DRT Iterations 2, critical path endpoint category primary output, ports placed on the boundary 6
-- metal layers --
layer	GRT usage [%]	share of wire, %
met1	1.20	36
met2	1.36	25
met3	3.52	40
met4	0.528	0
met5	0	0
-- placed cells by master, fill, tap and decap left out --
cell	n
sky130_fd_sc_hd__dlygate4sd2_1	2
sky130_fd_sc_hd__buf_4	6
sky130_fd_sc_hd__ha_1	1
sky130_fd_sc_hd__xnor2_1	1
sky130_fd_sc_hd__xor2_1	1
sky130_fd_sc_hd__clkdlybuf4s50_1	1
sky130_fd_sc_hd__nand3_1	1
sky130_fd_sc_hd__clkdlybuf4s15_1	2
sky130_fd_sc_hd__clkbuf_4	3
sky130_fd_sc_hd__dfrtp_1	4
sky130_fd_sc_hd__inv_1	2
-- worst paths after layout --
check                           startpoint  endpoint  slack, ns  cells past startpoint
max in group asynchronous              CLR    tmp[0]       0.78                      2
worst max register to register      tmp[0]    tmp[2]       0.15                      3
worst min-delay path                   CLR    tmp[2]       0.17                      2
worst max-delay path                tmp[2]      Q[2]       0.05                      1
worst min register to register      tmp[0]    tmp[0]       0.53                      2
min in group clk0                   tmp[0]    tmp[0]       0.53                      2
-- per-stage QoR --
step	setup TNS, ns	setup slack [ns]	instance area, sq um	util, %	hold slack (ns)
global placement	0	0.0173	265	7.77	0.417
detailed placement	0	0.0138	265	7.77	0.419
floorplan	0	0.279	143	-	-0.0139
global route	-0.0000551	-0.0000551	315	9.23	0.187
CTS	0	0.000606	307	8.97	0.165
finish	0	0.0452	315	9.23	0.169
-- what timing repair did --
| action | in CTS | in global routing |
|---|---|---|
| resized | 5 | 1 |
| cloned | 0 | 0 |
| endpoints found under the setup margin | 4 | 2 |
| buffers inserted | 3 | 1 |
-- where the power goes --
group	switching, mW	leakage, nW	internal [mW]	total (mW)
Sequential	0	0.0566	0.148	0.148
Combinational	0.00292	0.0915	0.00332	0.00624
Clock	0.0547	0.0138	0.122	0.176
Total	0.0576	0.162	0.273	0.331
-- layout make-up --
class                           count  area (sq um)
Multi-Input combinational cell      4          35.0
Fill cell                         403          3100
Clock buffer                        3          22.5
Sequential cell                     4           100
Timing Repair Buffer               11          92.6
Tap cell                           46          57.6
Inverter                            2          7.51
-- cell families after synthesis --
group	share of synthesized area, %
XOR/XNOR	12.3
buffers and inverters	5.27
flip-flops	70.2
AND/OR/NAND/NOR	3.51
adder cells (fa/ha/maj)	8.77
Power is estimated from default activity; no workload was simulated.
